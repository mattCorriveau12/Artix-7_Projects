==> /design/flow/run.sh <==
#!/bin/bash
# OpenROAD 26Q1-2900-gdf79404cd8, Yosys 0.63+post, stock flow scripts
make -C /OpenROAD-flow-scripts/flow DESIGN_CONFIG=/design/flow/config.mk WORK_HOME=/design/flow/orfs finish
==> /design/flow/config.mk <==
export PLATFORM = sky130hd
export DESIGN_NAME = cycle_digits
export DESIGN_NICKNAME = cycle_digits
export VERILOG_FILES = /design/flow/design.v
export SDC_FILE = /design/flow/constraint.sdc
export NUM_CORES = 4
export LEC_CHECK = 1
export CORE_AREA = 10 10 70 70
export DIE_AREA = 0 0 80 80
==> /design/flow/constraint.sdc <==
current_design cycle_digits

set clk_period 1.0
set clk_io_pct 0.2

create_clock -name clk0 -period $clk_period [get_ports {clk_1Hz}]

set non_clock_inputs [all_inputs -no_clocks]
set_input_delay [expr $clk_period * $clk_io_pct] -clock clk0 $non_clock_inputs
set_output_delay [expr $clk_period * $clk_io_pct] -clock clk0 [all_outputs]
==> /design/flow/design.v <==
`timescale 1ns / 1ps
module cycle_digits(
    input wire clk_1Hz,
    output reg [3:0] not_reversed_dig_cycle
);
reg [3:0] dig_cycle;
always @(*)
    begin
        not_reversed_dig_cycle = ~{ dig_cycle[0], dig_cycle[1], dig_cycle[2], dig_cycle[3] };
    end
always@(posedge clk_1Hz)                     
        begin
            if(dig_cycle == 15) 
                begin
                    dig_cycle <= 0; 
                end
            else
            dig_cycle <= dig_cycle + 1;
        end
endmodule
==> impl_metrics.toml <==
# generated from flow reports
[run_status]
run_status = "complete, no violations"

[yosys]
synthesis.area_per_instance_um2 = 9.54
yosys.area_share.aoi_pct = 21.3
simple_gate_area_share_pct = 0
synth_cell_types = 6
syn_area_um2 = 153
logic_family = "AND-OR/OR-AND gates"
ys_area_um2 = 153
yosys.stat.seqShare_pct = 52.5
yosys.area_share.xor_xnor_pct = 5.74
yosysCellCount = 16
ys_sh_mux_pct = 0
syn_inst = 16
ys.flops = 4
fa_ha_area_share_pct = 8.20
yosys_warnings = 1

[hold_path]
worst_hold_path_type = "reg -> reg"

[floorplan]
io_pins = 5
chipWidth_um = 80
core_region_area_um2 = 3420
die_area_um2 = 6400
initial_core_util_pct = 4.47
rows = 21
dieHeight_um = 80

[sta]
slew_violations = 0
final_hold_viol_count = 0
min_period_ns = 0.953
grt_setup_unrepaired = "yes"
setup_total_negative_slack_ns = 0
final.period_utilization_pct = 95.3
setup-violations-final = 0
worst_slew_margin_relative_to_its_limit_pct = 88.3
clock_skew_ns = 0.00967
worst_pin_slew_ns = 0.175
achievable-frequency_ghz = 1.05
final.hold.worst_slack_ns = 0.555

[detailed_routing]
drc = 0
vias = 150
detail_route.vias_per_cell = 2.00
route.final.wire_length_um = 484
drtAntennaViolNets = 0
insertedDiodeCount = 0
first_iter_violations = 13
average_routed_wire_per_standard_cell_um = 6.45
drtPass1Iterations = 2

[clock_tree]
cts_tree = "yes"
cts_root_buffer = "clkbuf_4"
cts_buffer_depth = 2
clock_latency_late_sink_ns = 0.24
cts_htree_levels = 1
clk_pin_slew_ns = 0.04
total_cts_buffers = 3
clock_sinks = 4

[power_and_ir_drop]
pwr-share-clk_pct = 55.9
switching_share_pct = 18.9
powerDensity_nw_per_um2 = 1090
seqPwrFrac_pct = 44.1
comb_power_share_pct = 0
leakagePower_nw = 0.133
internal_power_uw = 295
power.net_switching_uw = 68.7
ir_worst_vdd_mv = 0.147

[global_route]
antenna_found_initial = 0
grt_pass1_vias = 165
pin_count_of_the_biggest_net_entering_global_routing = 6
track_usage_pct = 1.67
globalRoute.totalOverflow = 0
global_route_wire_length_before_repair_um = 765

[final_layout]
syn_to_final_growth_pct = 118
regArea_um2 = 85.1
regMostFlops = "dig_cycle"
reg.largest.list = "dig_cycle (4)"
largest_register_ffs = 4
post-route-util_pct = 9.74
layoutNonFillerInstCount = 75
drive_gt1_share_pct = 62.1
logic_area_um2 = 66.3
final_cell_area_um2 = 333
n_fill_cell = 406

[job]
warning_count = 26
maxCapViolCount = 0

[worst_setup_path]
buffer_and_inverter_count_on_the_worst_path = 1
worstPathMaxFanout = 4
critPathRequiredTime_ns = 1.16
arrival_ns = 1.11
startpoint_type = "flop"
worstPathCellList = "buf_6, ha_4, a21o_1, a31oi_1"
cp-end-kind = "flop"
worst_path_max_delay_cell = "dfxtp_2"
slowest_cell_delay_on_critical_path_ns = 0.32
critical_path_class = "reg -> reg"
cp_top_family = "flip-flops"

[placed_design]
numPortBuffers = 4
dp.cells = 70
placed_area_um2 = 280
dp.final_hpwl_um = 309
routability_cong = 0.624
## final cells by class
type | count | area share [%]
Clock buffer | 3 | 6.77
Inverter | 5 | 5.64
Tap cell | 46 | 17.3
Sequential cell | 4 | 25.6
Multi-Input combinational cell | 7 | 19.9
Timing Repair Buffer | 10 | 24.8
## worst paths after layout
kind	start	endpoint	slack, ns	cells after the start
worst min register to register	dig_cycle[3]	dig_cycle[1]	0.55	2
worst max-delay path	dig_cycle[1]	dig_cycle[3]	0.05	4
worst max register to register	dig_cycle[1]	dig_cycle[3]	0.05	4
worst min-delay path	dig_cycle[3]	dig_cycle[1]	0.55	2
## synth_stat cells
library cell,number,area share [%]
ha_1,1,8.2
a21o_1,1,4.9
xor2_1,1,5.7
a31oi_1,4,16
dfxtp_1,4,52
inv_1,5,12
## cell usage in the layout (no fill, tap or decap)
cell type	n
clkbuf_2	2
buf_4	4
a31oi_1	4
clkdlybuf4s15_1	2
dfxtp_2	4
buf_6	2
xor2_1	1
inv_2	2
ha_4	1
clkbuf_4	3
inv_1	3
a21o_1	1
## cells by family after synthesis
kind of cell	Yosys count
compound gates	5
xor+xnor	1
fa+ha+maj	1
buf+inv	5
flops	4
## metrics by stage
step                total power, mW  worst slack [ns]
finish                        0.363            0.0471
global route                  0.386           0.00286
CTS                           0.373           0.00790
detailed placement            0.163           -0.0315
global placement              0.163           -0.0168
floorplan                     0.163            0.0851
## per-layer routing
layer | global-route usage [%] | vias to the layer above | routed length [um]
met5 | 0 | - | 0
met4 | 0.528 | 0 | 0
met3 | 2.16 | 0 | 77
met2 | 1.69 | 7 | 182
met1 | 1.93 | 64 | 225
li1 | - | 79 | -
## timing repair
action	CTS	global route
setup buffers	2	0
pin swaps	0	2
resized	16	4
setup endpoints to repair	4	3
hold buffers	0	0
## worst reg2reg max path, stage by stage, from the launching register on
cell and delay [ns]:
dfxtp_2 0.32, buf_6 0.12, ha_4 0.16, a21o_1 0.16, a31oi_1 0.13
## power groups by stage
stage | logic [mW] | clock network (mW) | registers [mW]
CTS | 0.0000000832 | 0.213 | 0.160
global route | 0.0000000847 | 0.226 | 0.160
finish | 0.0000000847 | 0.203 | 0.160
No activity file was given, so power comes from the tool's default toggle rates.
