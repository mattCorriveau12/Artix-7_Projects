$ cat design/flow/run.sh
#!/bin/bash
# OpenROAD 26Q1-2900-gdf79404cd8, Yosys 0.63+post, stock flow scripts
make -C /OpenROAD-flow-scripts/flow DESIGN_CONFIG=/design/flow/config.mk WORK_HOME=/design/flow/orfs finish
$ cat design/flow/config.mk
export PLATFORM = sky130hd
export DESIGN_NAME = oneHz_generator
export DESIGN_NICKNAME = oneHz_generator
export VERILOG_FILES = /design/flow/design.v
export SDC_FILE = /design/flow/constraint.sdc
export NUM_CORES = 4
export LEC_CHECK = 1
export CORE_AREA = 10 10 109 109
export DIE_AREA = 0 0 119 119
$ cat design/flow/constraint.sdc
current_design oneHz_generator

set clk_period 5.9
set clk_io_pct 0.2

create_clock -name clk0 -period $clk_period [get_ports {clk_50MHz}]

set non_clock_inputs [all_inputs -no_clocks]
set_input_delay [expr $clk_period * $clk_io_pct] -clock clk0 $non_clock_inputs
set_output_delay [expr $clk_period * $clk_io_pct] -clock clk0 [all_outputs]
$ cat design/flow/design.v
`timescale 1ns / 1ps
module oneHz_generator(
    input clk_50MHz,       
    output wire clk_1Hz,
    output wire not_clk_1Hz
    );
    reg [25:0] counter_reg;
    reg clk_out_reg = 0;
    always @(posedge clk_50MHz) begin
        if(counter_reg == 24_999_999) begin
            counter_reg <= 0;
            clk_out_reg <= ~clk_out_reg;
        end
        else
            counter_reg <= counter_reg + 1;
    end
    assign clk_1Hz = clk_out_reg;
    assign not_clk_1Hz = ~clk_1Hz;
endmodule
==> run summary <==
Latest figures from synthesis and place and route.

In the final run the clock tree shows a worst skew of approximately 0.0028 ns. The final layout reports a setup TNS of 0 ns. The pin closest to its max-slew limit shows a slew of 0.619 ns.

Setup repair after global routing left no endpoint under its margin. Per the timing report, the biggest fanout along the worst path comes to 2. The final timing summary puts the cycle share of the worst path at between 40% and 50%. Pin placement for this block handled 3 I/O pins. In the routed layout, each cell is associated on average with a via count of between 3 and 4. The placed wire-length estimate after detailed placement is 1640 um. The total area of sequential cells is 551 sq um.

For reference, the top cells by area after synthesis are sky130_fd_sc_hd__dfxtp_1 (44%), sky130_fd_sc_hd__xor2_1 (6.6%), sky130_fd_sc_hd__xnor2_1 (5.1%). The routed layout has ~930 vias. The worst pin sits at a relative slew slack of around three fifths. The sequential fraction of the synthesis area is around 46%. The initial cell density of the core is between 10% and 20%. The final hold violation count recorded for this run is 0. The area share of the largest cell type after synthesis is a little over two fifths. The tool flagged a number of max-cap violations equal to 0. After synthesis, the design contains roughly 130 cells according to Yosys. The number of max-slew violations in the final report is 0. The insertion delay at the late pin of the worst-skew pair is around 0.27 ns. The wire length per cell after detailed routing is approximately 8.3 um. The vertical die dimension reported for this design is about 120 um. For this run, the leading register cell type out of synthesis is sky130_fd_sc_hd__dfxtp_1.

The overall power consumption is roughly 0.00029 W. The main logic family after synthesis is simple AND/OR/NAND/NOR gates. The data required time of the worst path is approximately 4.7 ns. The top achievable clock speed is around 420 MHz. The share of synthesized cell area in full adder, half adder and majority cells is around 1.0%. After the flow finishes, the layout carries non-filler instances totaling between 200 and 300. The finished cells cover 1430 sq um. TritonRoute reported its final design rule violation total as 0. The type of element launching the critical path is a flip-flop. Summed over all routing layers, the global router reports a total usage of ~3.2%. The routed design has between 2000 and 2500 um of wire.

The remaining global-route overflow is 0. The mux contribution to synthesized area is 0%. The register with the most flip-flops in the layout has 26 of them. The placeable core area is a little under 10000 sq um. The most frequent cell after synthesis is sky130_fd_sc_hd__dfxtp_1. In this run, post-CTS hold repair placed 0 buffers. The synthesized netlist handed to floorplanning was reported with a cell count of ~130. The wire length of the first global-routing pass is roughly 4000 um. The data arrival at the endpoint of the critical path is between 1 and 1.5 ns.

Ranked by instance count, the synthesized netlist is headed by sky130_fd_sc_hd__dfxtp_1 (26), sky130_fd_sc_hd__nor2_1 (11), sky130_fd_sc_hd__nand3_1 (10). The average instance in the mapped netlist occupies about 9.0 sq um. After floorplanning, the die was sized to cover ~14000 sq um. The synthesis report gives the async set-or-reset register share as 0%. Counting I/O delays and the setup requirement, the final critical path takes 2.38 ns. Of the total synthesized cell area, the portion taken by XOR and XNOR cells is between 10% and 20%. The total of fill cells in the finished design is around 1100. The level count of the clock H-tree is 1. The total number of yosys warnings is 1. Synthesis instantiated 27 different standard cells from the library. The final estimated routing congestion in global placement is between 0.8 and 0.9.

The post-synth count of flops with an enable pin is 1. The number of standard-cell rows in the floorplan is 36. The leakage power in the latest report is about 0.53 nW. The tally of OpenROAD warnings is 25. The flow ran to the end, and the final reports show no timing, DRC or antenna violations. The placed cell count is around 270. The via count of the first global-routing pass is roughly 860. The type of the tightest min-delay check is reg2reg. The post-synthesis instance area is about 1200 sq um.

Cells with a size suffix above 1 make up 6.62% of the layout. The cell area reported after detailed placement is between 1000 and 1500 sq um. The CTS clock-pin slew for the worst setup and hold paths is 0.09 ns. The post-synthesis share of cell area spent on and-or and or-and gates is 7.86%. Once detail routing completed, the nets flagged for antenna violations numbered 0. After Yosys synthesis, and, or, nand and nor cells account for a little under a third of the synthesized area.

The number of DRC markers after the initial detailed-route iteration is about 54. The TritonCTS clock tree is done. The cell at the root of the clock tree is sky130_fd_sc_hd__clkbuf_8. The final tally of setup violations is 0.

The number of buffers inserted during clock tree synthesis is 3. Looking at the clock tree report, the maximum root-to-sink buffer count equals 2. The area reported by Yosys stat is roughly 1200 sq um.

The power density normalized to cell area is ~200 nW/um^2. In this run the layout overhead on the synthesized area is reported as 19.5%. The first TritonRoute pass finished after 4 iterations. STA classifies the critical path endpoint as an output port. Input and output buffers added on the ports amount to 2.

Once the clock tree was built, the setup fixing pass inserted 0 buffers. The clock tree has to reach 27 sinks. The quantity of gates resized following cts is 0. The cell type that accounts for the most area after synthesis is sky130_fd_sc_hd__dfxtp_1. The die width is approximately 120 um. The footprint of the multi-input gates is 621 sq um. The worst VDD IR drop from the latest analysis is 0.0000861 V.

Per the detail_route report, inserted antenna diodes total 0. Entering global routing, the biggest net connects 16 pins. The number of antenna violations at the first check in global routing was 0. The kind of critical path is reg2out. The number of storage elements in the synthesis netlist is 27.
[where the power goes]
group | leakage, nW | switching, W | internal (W)
clock network | 0.0255 | 0.0000572 | 0.0000473
registers | 0.221 | 0 | 0.000183
logic | 0.282 | 0 | 0
total | 0.529 | 0.0000572 | 0.000230
[path summary, 6_finish.rpt]
kind	slack, ns	startpoint	endpoint	cells past startpoint
min reg2reg	0.47	counter_reg[25]	counter_reg[25]	1
max reg2reg	3.70	counter_reg[0]	counter_reg[24]	5
max	3.52	clk_out_reg	not_clk_1Hz	2
min	0.47	counter_reg[25]	counter_reg[25]	1
[stage by stage]
step / util (%) / hold slack (ns) / setup slack [ns]
final: 14.8 / 0.466 / 3.52
after global routing: 14.8 / 0.495 / 3.44
after CTS: 14.8 / 0.467 / 3.50
after detailed placement: 14.3 / 0.451 / 3.72
after global placement: 14.3 / 0.452 / 3.76
after floorplan: - / 0.432 / 3.86
[placed cells by master, fill, tap and decap left out]
cell	instances
sky130_fd_sc_hd__dfxtp_1	26
sky130_fd_sc_hd__nor2_1	11
sky130_fd_sc_hd__nand3_1	10
sky130_fd_sc_hd__nand2_1	9
sky130_fd_sc_hd__xor2_1	9
sky130_fd_sc_hd__nand4_1	8
sky130_fd_sc_hd__xnor2_1	7
sky130_fd_sc_hd__a21oi_1	7
sky130_fd_sc_hd__or3_1	5
sky130_fd_sc_hd__or4_1	5
sky130_fd_sc_hd__inv_1	4
sky130_fd_sc_hd__nor4_1	4
sky130_fd_sc_hd__o21ai_0	4
sky130_fd_sc_hd__o31ai_1	4
sky130_fd_sc_hd__and3_1	3
sky130_fd_sc_hd__clkbuf_8	3
sky130_fd_sc_hd__and4_1	2
sky130_fd_sc_hd__nor2b_1	2
sky130_fd_sc_hd__clkdlybuf4s50_1	2
sky130_fd_sc_hd__and2_1	1
sky130_fd_sc_hd__nand4_2	1
sky130_fd_sc_hd__nand4b_1	1
sky130_fd_sc_hd__nor4_2	1
sky130_fd_sc_hd__nor3_1	1
sky130_fd_sc_hd__or4_4	1
sky130_fd_sc_hd__a21oi_2	1
sky130_fd_sc_hd__ha_1	1
sky130_fd_sc_hd__edfxtp_1	1
sky130_fd_sc_hd__clkinv_2	1
sky130_fd_sc_hd__buf_4	1
[cells by family after synthesis]
| group | count (synthesis) |
|---|---|
| adder cells (fa/ha/maj) | 1 |
| AND-OR/OR-AND | 16 |
| AND/OR/NAND/NOR | 65 |
| buffers and inverters | 7 |
| flip-flops | 27 |
| XOR/XNOR | 16 |
[cell type report]
type	instances	area share [%]
Multi-Input combinational cell	98	43.5
Sequential cell	27	38.6
Clock buffer	3	2.89
Timing Repair Buffer	3	1.93
Tap cell	133	11.7
Inverter	4	1.05
Clock inverter	1	0.351
[per-layer routing]
layer | track usage [%] | part of all wire (%)
met2 | 4.74 | 43
met4 | 0.153 | 0
met5 | 0 | 0
met1 | 4.50 | 52
met3 | 1.34 | 5.2
[critical path, stage by stage (launching register included)]
cell                              delay [ns]
sky130_fd_sc_hd__edfxtp_1               0.39
sky130_fd_sc_hd__inv_1                  0.08
sky130_fd_sc_hd__clkdlybuf4s50_1        0.46
No activity file was given, so power comes from the tool's default toggle rates.
