==> config.mk <==
export PLATFORM = sky130hd
export DESIGN_NAME = clock_divider
export DESIGN_NICKNAME = clock_divider
export VERILOG_FILES = /design/flow/design.v
export SDC_FILE = /design/flow/constraint.sdc
export NUM_CORES = 4
export LEC_CHECK = 1
export CORE_AREA = 10 10 95 95
export DIE_AREA = 0 0 105 105
==> constraint.sdc <==
current_design clock_divider

set clk_period 5.8
set clk_io_pct 0.2

create_clock -name clk0 -period $clk_period [get_ports {clk}]

set non_clock_inputs [all_inputs -no_clocks]
set_input_delay [expr $clk_period * $clk_io_pct] -clock clk0 $non_clock_inputs
set_output_delay [expr $clk_period * $clk_io_pct] -clock clk0 [all_outputs]
==> design.v <==
module clock_divider(
    input wire clk,                              
    output reg divided_clk =0                    
    );
    localparam div_value = 4999;                 
    integer counter_value = 0;
    always@ (posedge clk )                       
    begin
        if (counter_value == div_value)
            counter_value <= 0;                  
        else
            counter_value <= counter_value + 1;  
    end
    always@ (posedge clk ) 
    begin   
        if (counter_value == div_value)
            divided_clk <= ~divided_clk;         
        else   
            divided_clk <=  divided_clk;         
    end
endmodule
==> run.sh <==
#!/bin/bash
# OpenROAD 26Q1-2900-gdf79404cd8, Yosys 0.63+post, stock flow scripts
make -C /OpenROAD-flow-scripts/flow DESIGN_CONFIG=/design/flow/config.mk WORK_HOME=/design/flow/orfs finish
==> impl_metrics.py <==
# Auto-generated metrics
metrics = {
    "final_layout": {
        "drive_above_1_share_pct": 5.41,
        "area.growth.synth_to_final_pct": 16.4,
        "fillCellCount": 757,
        "finish.utilization_pct": 22.5,
    },
    "global_routing": {
        "first_pass_grt_wire_length_um": 4030,
        "grt_max_degree": 14,
        "top_usage_layer": "met1",
        "grt_pass1_vias": 858,
        "grt_use_met1_pct": 6.71,
        "overflow": 0,
        "grt_usage_pct": 4.24,
        "antenna_found_initial": 0,
        "grt_use_met3_pct": 1.37,
        "met2_usage_pct": 5.52,
    },
    "route": {
        "remaining_drc_errors": 0,
        "detail-route-antenna-nets": 0,
        "insertedDiodeCount": 0,
        "via_cell_ratio": 3.80,
        "dr_total_vias": 926,
        "dr.pass1.iters": 4,
        "routed_wire_length_per_instance_um": 9.26,
        "initialDrtViolationCount": 42,
        "drt_wl_total_um": 2260,
    },
    "status": {
        "run_status": "completed",
    },
    "timing": {
        "setup_total_negative_slack_ps": 0,
        "period_minus_slack_ps": 2230,
        "timing_worst_slew_pin_value_ps": 569,
        "max_freq_mhz": 449,
        "fin_worst_skew_ps": 3.88,
        "finalHoldViolCount": 0,
        "final_min_period_over_clock_period_pct": 38.4,
        "count_of_endpoints_failing_setup_in_the_final_report": 0,
        "headroom_to_the_max_slew_limit_pct": 62.0,
        "rsz0062_at_grt": "no",
        "maxSlewViolCount": 0,
    },
    "synthesis": {
        "most_common_cell": "sky130_fd_sc_hd__dfxtp_1",
        "synth.yosys.num_cells": 140,
        "top_cell_area_share_pct": 48.0,
        "dominantRegCellSynth": "sky130_fd_sc_hd__dfxtp_1",
        "synthTopCellsByCount": "sky130_fd_sc_hd__dfxtp_1, sky130_fd_sc_hd__xnor2_1, sky130_fd_sc_hd__nand3_1, sky130_fd_sc_hd__nor2_1, sky130_fd_sc_hd__nand2_1",
        "netlist.top_cell.by_area": "sky130_fd_sc_hd__dfxtp_1",
        "yosys.stat.chipArea_um2": 1340,
        "ys_async_sr_fraction_pct": 0,
        "mappedNetlistArea_um2": 1340,
        "edf_count": 1,
        "yosysWarnings": 1,
        "ys.flops": 33,
        "top_area_cells_in_the_synthesized_netlist": "sky130_fd_sc_hd__dfxtp_1, sky130_fd_sc_hd__xnor2_1, sky130_fd_sc_hd__nand3_1, sky130_fd_sc_hd__nand4_1, sky130_fd_sc_hd__nor2_1",
        "synthesis.area_per_instance_um2": 9.54,
        "synth.lib_cells_used.distinct": 19,
        "synth_sequential_area_ratio_pct": 50.2,
        "synthesis.instances": 140,
    },
    "floorplan": {
        "die.size.x_um": 105,
        "rows": 30,
        "fp_util_pct": 19.3,
        "core_region_area_um2": 6910,
        "chip_area_um2": 11000,
        "top_level_ports": 2,
        "die_span_y_um": 105,
    },
    "cts": {
        "post_cts.repair.setup_buffers": 0,
        "cts.htree.levels": 2,
        "cts_resized": 0,
        "worst_skew_pair.late_latency_ps": 270,
        "ctsHoldBuffers": 0,
        "clock_path_buffers": 2,
        "cts_sinks": 33,
        "tritoncts.num_buffers": 5,
        "root_buffer": "sky130_fd_sc_hd__clkbuf_8",
        "cts.reportedPaths.clkPinSlew_ps": 60,
        "cts_tree": "done",
    },
    "power_and_ir_drop": {
        "worst_ir_drop_vdd_mv": 0.0853,
        "power_per_cell_area_nw_per_um2": 255,
        "power.leakage_nw": 0.453,
    },
    "setup_path": {
        "cp.required_ps": 4640,
        "cpMaxStageDelayCell": "sky130_fd_sc_hd__clkdlybuf4s50_1",
        "crit-reg2reg-launch": "counter_value[20]",
        "timing_endpoint_of_the_critical_path": "divided_clk",
        "crit_path_start_kind": "flop",
        "crit_path_cell_chain": "clkdlybuf4s50_1",
        "r2r_slack_ps": 3850,
        "timing.reg2reg.worst_path_depth": 3,
        "worst_ep_arrival_ps": 1070,
        "path_type_of_the_worst_setup_path": "flop to primary output",
        "timing.critical_path.from": "divided_clk",
        "crit_buf_inv": 1,
        "worstReg2RegEnd": "divided_clk",
        "timing.critical_path.to_type": "primary output",
        "slowest_delay_ps": 460,
        "critical_path.max_fanout": 2,
        "worst_path_dominant_cell_family": "buffers and inverters",
        "logic_depth_of_the_worst_setup_path_including_buffers": 1,
    },
    "worst_hold_path": {
        "worstHoldPathType": "flop to flop",
        "hold_path_startpoint": "counter_value[0]",
    },
    "placement": {
        "dpl.hpwl_um": 1580,
        "io_buffers": 1,
        "finalWeightedCongestion": 0.839,
    },
    "run": {
        "max-cap-violations": 0,
        "stage_log_warnings": 25,
    },
}
[cells by family after synthesis]
family	share of synthesized area, %
buffers and inverters	1.78
xor gates and xnor gates	19.7
and+or+nand+nor	27.4
adders and majority gates	0.937
DFF	50.2
[metrics by stage]
stage | worst slack [ps] | area [µm²] | std cells | hold slack (ps) | power [W]
floorplan | 3970 | 1340 | 140 | 418 | 0.000233
global placement | 3850 | 1470 | 237 | 434 | 0.000233
detailed placement | 3850 | 1470 | 237 | 445 | 0.000233
CTS | 3550 | 1550 | 244 | 454 | 0.000403
global route | 3500 | 1550 | 244 | 509 | 0.000414
finish | 3570 | 1550 | 244 | 448 | 0.000397
[routing by layer]
| metal | share of wire (%) | vias up |
|---|---|---|
| met3 | 6.0 | 0 |
| met4 | 0 | 0 |
| met2 | 39 | 14 |
| met5 | 0 | - |
| met1 | 54 | 410 |
| li1 | - | 502 |
[how the worst min path moves through the flow]
stage	end	cells after the start
after CTS	counter_value[0]	1
final	counter_value[0]	1
after global routing	counter_value[0]	1
[flip-flops by register name, summed over array words and instances, names as in the netlist]
register and count:
counter_value 32, divided_clk 1
[cell usage in the layout (no fill, tap or decap), types with 2 or more instances in the layout]
| cell type | synthesis | layout |
|---|---|---|
| sky130_fd_sc_hd__nor2_1 | 14 | 14 |
| sky130_fd_sc_hd__clkbuf_8 | 0 | 6 |
| sky130_fd_sc_hd__nand4_1 | 9 | 9 |
| sky130_fd_sc_hd__inv_1 | 5 | 5 |
| sky130_fd_sc_hd__nor4_1 | 7 | 7 |
| sky130_fd_sc_hd__dfxtp_1 | 32 | 32 |
| sky130_fd_sc_hd__nand3_1 | 16 | 16 |
| sky130_fd_sc_hd__xnor2_1 | 25 | 25 |
| sky130_fd_sc_hd__nor3_1 | 6 | 6 |
| sky130_fd_sc_hd__xor2_1 | 5 | 5 |
| sky130_fd_sc_hd__nand2_1 | 11 | 11 |
| sky130_fd_sc_hd__or4_1 | 2 | 2 |
[final cells by class]
| class | instances | area [µm²] | share of cell area [%] |
|---|---|---|---|
| inverters | 5 | 18.8 | 1.21 |
| clock buffers | 7 | 86.3 | 5.56 |
| repair buffers | 2 | 17.5 | 1.13 |
| flip-flops and latches | 33 | 671 | 43.2 |
| multi-input cells | 101 | 641 | 41.2 |
| well taps | 96 | 120 | 7.73 |
[report_power, final]
part / leakage [nW] / internal, W / switching [W]
combinational: 0.139 / 0 / 0
clock: 0.0443 / 0.0000940 / 0.0000750
sequential: 0.269 / 0.000228 / 0
total: 0.453 / 0.000322 / 0.0000750
No activity file was given, so power comes from the tool's default toggle rates.
